--- flow/design.v ---
`timescale 1ns / 1ps
module lab4 (input gclk);
	wire shift_in = 1'b0;
	wire shift_out = 1'b0;
   wire reset = 1'b0;
	wire full, empty;
	wire [32-1:0] data_in = 32'd1;
	wire [32-1:0] data_out;
	FIFO #(.DATA(32), .SIZE(4)) fifo  ( .data_out(data_out),
																.empty(empty),
																.full(full),
																 .shift_in(shift_in), 
																 .shift_out(shift_out), 
																 .reset(reset),
																 .data_in(data_in),
																 .clk(gclk)
																 );
endmodule
module FIFO #(parameter DATA = 32, SIZE = 5) (output [DATA-1:0] data_out, 
                                                    output            empty, 
                                                    output            full,
                                                    input  [DATA-1:0] data_in, 
                                                    input             shift_in, 
                                                    input             shift_out, 
                                                    input             reset,
                                                    input             clk);	
	wire [SIZE-1:0] curr_full;
	wire [(SIZE*DATA)-1:0] data_prev, data_keep, data_done;
	wire [(2*SIZE-1):0] sel_OUT;
	wire check;
	assign check = |({data_out, data_done[DATA-2:0]});
	assign full = &({data_out, data_done[DATA-2:0]});
	assign empty = ~check;
	fifo_g fifo_stages [SIZE-1:0] (
											.sel			(sel_OUT), 
											.shift_in	({(SIZE){shift_in}}), 
											.shift_out	({(SIZE){shift_out}}), 
											.prev_full	({{curr_full[SIZE-1:1]}, {1'b0}}), 
											.next_full	({{{1'b1}, {curr_full[SIZE-1:1]}}}), 
											.now_full	({{curr_full}}), 
											.clk			({(SIZE){clk}}),
											.reset		({(SIZE){reset}})
											);
	which_data #(.DATA(DATA)) selector_choice [SIZE-1:0](
																	.reset		({(SIZE){reset}}), 
																	.data_out	({data_done[(SIZE*DATA)-1:0]}), 
																	.data_prev	({data_done[(SIZE*DATA)-1:DATA], {DATA{1'bx}}}),
																	.data_in		({(SIZE){data_in}}), 
																	.data_keep	({data_done[(SIZE*DATA)-1:0]}),
																	.sel			(sel_OUT),
																	.clk			({(SIZE){clk}})
														);
	cellFull f_module [SIZE-1:0](
												  .oc_curr_out					(curr_full),
												  .sel							(sel_OUT),
												  .oc_curr_in					(curr_full),
												  .oc_prev						({{curr_full[SIZE-1:1]}, {1'b0}}),
												  .res							({(SIZE){reset}}),
												  .clk							({(SIZE){clk}})
									 );
	assign data_out = data_done[(SIZE*DATA)-1:(SIZE*DATA)-DATA];
endmodule
module cellFull(output reg oc_curr_out,
                input      [1:0]sel,
                input      oc_curr_in,
                input	   oc_prev,
                input      res,
                input      clk);
parameter data_keep = 2'b00;
parameter data_in   = 2'b01;
parameter data_prev = 2'b11;
reg result;
always @ (*) begin
	if (res == 1'b0) begin
        if (sel == data_keep)
            result = oc_curr_in;
        else if (sel == data_prev)
            result = oc_prev;
        else if (sel == data_in)
            result = 1'b1;
        else
            result = 1'b0;
	end
	else
		result = 1'b0;
end
always @ (posedge clk) begin
		oc_curr_out <= result;
end
endmodule
module fifo_g (sel, shift_in, shift_out, prev_full, next_full, now_full, reset, clk);
	input shift_in, shift_out, prev_full, next_full, now_full, reset, clk;
	output reg [1:0] sel;
	reg [1:0] next;
	parameter HOLD = 2'b00;
	parameter S_IN = 2'b01;
	parameter S_OUT = 2'b10;
	parameter RESET = 2'b11;
	always @(*) begin
		casez({shift_in, shift_out, now_full, next_full, prev_full, reset})
			6'b1001?0: next = S_IN;
			6'b111?00: next = S_IN;
			6'b111?10: next = S_OUT;
			6'b01???0: next = S_OUT;
			6'b00???0: next = HOLD;
			6'b101?10: next = HOLD;
			6'b?????1: next = RESET;
			default: next = HOLD;
		endcase
	end
	always @(posedge clk) begin
		sel <= next;
	end
endmodule
module which_data #(parameter DATA = 32) (clk, reset, data_out, data_prev, data_in, data_keep, sel);
	input [DATA-1:0] data_prev, data_in, data_keep;
	input [1:0] sel;
	input clk, reset;
	output reg [DATA-1:0] data_out;
	reg [DATA-1:0] value;
	always @(*) begin
		casez(sel)
			2'b00: value = data_keep; 
			2'b01: value = data_in;
			2'b10: value = data_prev;
			2'b11: value = {(DATA){1'bx}};
			default: value = data_keep;
		endcase
	end
	always @(posedge clk)begin
		data_out <= value;
	end
endmodule
module LFSR(out, clk);
	input clk;
	output reg [7:0] out;
	reg [7:0]bits = 7'b1000000;
	always @ (posedge clk) begin
		bits[0] <= ((bits[7] ^ bits[4]) ^ bits[3]) ^ bits[1];
		bits[7:1] <= bits[6:0];
	end
	always @ (*) begin
		out = bits;
	end
endmodule
--- flow/run.sh ---
#!/bin/bash
# OpenROAD 26Q1-2900-gdf79404cd8, Yosys 0.63+post, stock flow scripts
make -C /OpenROAD-flow-scripts/flow DESIGN_CONFIG=/design/flow/config.mk WORK_HOME=/design/flow/orfs finish
--- flow/config.mk ---
export PLATFORM = sky130hd
export DESIGN_NAME = LFSR
export DESIGN_NICKNAME = LFSR
export VERILOG_FILES = /design/flow/design.v
export SDC_FILE = /design/flow/constraint.sdc
export NUM_CORES = 4
export LEC_CHECK = 1
export CORE_AREA = 10 10 70 70
export DIE_AREA = 0 0 80 80
--- flow/constraint.sdc ---
current_design LFSR

set clk_period 1.4
set clk_io_pct 0.2

create_clock -name clk0 -period $clk_period [get_ports {clk}]

set non_clock_inputs [all_inputs -no_clocks]
set_input_delay [expr $clk_period * $clk_io_pct] -clock clk0 $non_clock_inputs
set_output_delay [expr $clk_period * $clk_io_pct] -clock clk0 [all_outputs]
==> flow_summary.yaml <==
# yosys + openroad results
routing:
  postRouteWirelength_um: 484
  wl_per_cell_um: 7.014
  antenna_violating_nets_post_route: 0
  drt-vias-per-instance: 1.710
  drt_iter0_drc: 1
  post-route-drc-count: 0
  ant_cells: 0
  dr_total_vias: 118
  detail_route.first_pass.iterations: 2
setup_path:
  worst_path_max_delay_cell: "clkdlybuf4s50_1"
  critical_path_maximum_fanout: 3
  setup_crit_path_kind: "flop to primary output"
  cp_slowest_stage_delay_ns: 0.49
  critical_path.top_delay_family: "buffers and inverters"
  crit_chain: "clkdlybuf4s50_1"
  crit_arrival_ns: 1.07
  worst_ep_required_time_ns: 1.12
  timing.critical_path.to_type: "primary output"
  crit_buf_inv: 1
  start_kind: "flop"
timing:
  final-max-slew-violation-count: 0
  maxSlewHeadroom_pct: 88.01
  hold-worst-slack_ns: 0.3456
  fin_setup_tns_ns: 0
  worst_slew_pin_slew_ns: 0.1786
  final.setup.worst_slack_ns: 0.04590
  setup_viol_count_final: 0
  final_min_period_over_clock_period_pct: 96.72
  max_fclk_mhz: 738.5
  fin_skew_ns: 0.0007373
  final.min_clock_period_ns: 1.354
  timing_hold_violations_final: 0
clock_network:
  htree_levels: 1
  clk_root_buffer_cell: "clkbuf_4"
  clk_transition_reported_paths_ns: 0.05
  cts_tree: "built"
  cts-buffers-inserted: 3
  tritoncts_num_sinks: 8
  clock_latency_ns: 0.25
  number_of_buffers_between_clock_root_and_the_deepest_sink: 2
floorplanning:
  die_width_um: 80
  chip_footprint_um2: 6400
  core_area_um2: 3416
  die_h_um: 80
  fp_util_pct: 5.458
  floorplan.io_pins: 9
  core.rowCount: 21
global_route:
  grt_remaining_overflow: 0
  grt_max_degree: 5
  first_global_vias: 138
  grtUsageTotal_pct: 1.626
  grt_pass1_wl_um: 710
  antenna_found_initial: 0
synthesis:
  top_cells_by_area: "dfxtp_1 (86%), xnor2_1 (9.4%), xor2_1 (4.7%)"
  synth.lib_cells_used.distinct: 3
  synth.yosys.warnings: 1
  largest_area_cell: "dfxtp_1"
  leading_cell_type_by_number_of_instances_after_synthesis: "dfxtp_1"
  yosys.area.top_type_share_pct: 85.91
  yosysSeqAreaShare_pct: 85.91
  mappedNetlistArea_um2: 186.4
  synth-area-yosys_um2: 186.4
  avgSynthCellArea_um2: 16.95
  ff_type: "dfxtp_1"
  cell_count_listed_in_synth_stat_txt: 11
  gate_count_post_synth: 11
  synth_flops: 8
  edf_count: 0
  common_cells: "dfxtp_1 (8), xnor2_1 (2), xor2_1 (1)"
  ys_async_sr_fraction_pct: 0
cells_and_area:
  layout.filler_cells: 398
  final_cell_area_um2: 364.1
  largest_register_ffs: 8
  syn_to_final_growth_pct: 95.30
  registers_with_the_highest_flip_flop_counts: "bits x8"
  max_flop_register: "bits"
  drive_above_1_share_pct: 34.78
pwr:
  post-layout-total-power_uw: 399.4
  p_per_area_nw_per_um2: 1097
  power.static_leakage_nw: 0.1608
  vdd_drop_max_mv: 0.1735
job:
  warnings: 25
  max_cap_viol_count: 0
status:
  outcome: "complete, no violations"
min_path:
  hp-class: "flop to flop"
placed_design:
  port_buffers: 8
  pre_cts_slack_ns: 0.2572
  gpl.final_weighted_congestion: 0.7199
  place_area_um2: 324.1
==> metal layers <==
metal | global-route usage, % | vias to the layer above | wire length [um]
li1 | - | 57 | -
met1 | 1.206 | 47 | 164
met2 | 1.605 | 11 | 119
met3 | 3.295 | 3 | 192
met4 | 0.5282 | 0 | 8
met5 | 0 | - | 0
==> cell type report <==
class | count | area [um2] | area share [%]
tap | 46 | 57.56 | 15.81
clock buffer | 3 | 22.52 | 6.186
multi-input combinational | 3 | 26.28 | 7.216
sequential | 8 | 165.2 | 45.36
timing repair buffer | 9 | 92.59 | 25.43
==> metrics by stage <==
stage / util [%] / instances
final: 10.66 / 69
after global routing: 10.66 / 69
after CTS: 10.18 / 68
after detailed placement: 9.487 / 65
after global placement: 9.487 / 65
after floorplan: - / 11
==> cells by family (layout without fill, tap and decap cells) <==
group	count (synthesis)	after routing	synth area share, %
buf+inv	0	12	0
xor+xnor	3	3	14.10
flops	8	8	85.90
==> placed cells by master, fill, tap and decap left out <==
master	netlist	final
xor2_1	1	1
clkdlybuf4s50_1	0	6
dfxtp_2	0	4
dfxtp_1	8	4
clkbuf_4	0	3
dlymetal6s2s_1	0	2
xnor2_1	2	2
buf_4	0	1
==> what timing repair did <==
action                     in CTS  in global routing
hold buffers                    0                  0
setup endpoints to repair       1                  5
buffers inserted                0                  1
pin swaps                       0                  0
gates resized                   1                  5
==> final timing paths <==
check / to / startpoint / slack [ns] / cells after the start
hold / removal: bits[6]$_DFF_P_ / bits[5]$_DFF_P_ / 0.35 / 0
hold reg to reg: bits[6]$_DFF_P_ / bits[5]$_DFF_P_ / 0.35 / 0
setup / recovery: out[1] / bits[1]$_DFF_P_ / 0.05 / 1
setup reg to reg: bits[0]$_DFF_P_ / bits[1]$_DFF_P_ / 0.55 / 3
==> where the power goes <==
part | internal, mW | switching (mW) | leakage, nW
combinational | 0 | 0 | 0.0806
clock | 0.0977 | 0.0737 | 0.0138
sequential | 0.228 | 0 | 0.0665
No activity file was given, so power comes from the tool's default toggle rates.
